--- run.sh ---
#!/bin/bash
# OpenROAD 26Q1-2900-gdf79404cd8, Yosys 0.63+post, stock flow scripts
make -C /OpenROAD-flow-scripts/flow DESIGN_CONFIG=/design/flow/config.mk WORK_HOME=/design/flow/orfs finish
--- config.mk ---
export PLATFORM = sky130hd
export DESIGN_NAME = Multiplier_flat
export DESIGN_NICKNAME = Multiplier_flat
export VERILOG_FILES = /design/flow/design.v
export SDC_FILE = /design/flow/constraint.sdc
export NUM_CORES = 4
export LEC_CHECK = 1
export CORE_AREA = 10 10 71 71
export DIE_AREA = 0 0 81 81
--- constraint.sdc ---
current_design Multiplier_flat

set clk_period 4.9
set clk_io_pct 0.2

create_clock -name clk0 -period $clk_period

set non_clock_inputs [all_inputs -no_clocks]
set_input_delay [expr $clk_period * $clk_io_pct] -clock clk0 $non_clock_inputs
set_output_delay [expr $clk_period * $clk_io_pct] -clock clk0 [all_outputs]
--- design.v ---
module Multiplier_flat #(parameter M = 4, parameter N = 4)(
    input [M-1:0] A,  
    input [N-1:0] B,  
    output [M+N-1:0] P );   
    wire [((N**2+(2*M+1)*N-2)/2):0] PP;
    assign PP[(((1)-1)*((1)+2*M)/2) +: (M+1)] = { 1'b0 , { A & {M{B[0]}} } };
    assign P = PP[(((N)-1)*((N)+2*M)/2) +: (M+N)];
    genvar i;
    generate
    for (i=1; i < N; i=i+1)
    begin: addPartialProduct
        wire [M+i-1:0] gA,gB,gS;
        wire Cout;
        assign gA = { A & {M{B[i]}} , {i{1'b0}} };
        assign gB = PP[(((i)-1)*((i)+2*M)/2) +: (M+i)];
        assign PP[(((i+1)-1)*((i+1)+2*M)/2) +: (M+i+1)] = {Cout,gS};
        RippleCarryAdder#(M+i) adder( .A(gA), .B(gB), .S(gS), .Cin (1'b0), .Cout(Cout) );
    end
endgenerate
endmodule
module RippleCarryAdder#(parameter N = 4)(A,B,Cin,S,Cout);
    input [N-1:0] A;
    input [N-1:0] B;
    input Cin;
    output [N-1:0] S;
    output Cout;
    wire [N:0] CC;
    assign CC[0] = Cin;
    assign Cout = CC[N];
    genvar i;
    generate
    for (i=0; i < N; i=i+1)
    begin: addbit
        FullAdder unit(A[i],B[i],CC[i],S[i],CC[i+1]);
    end
    endgenerate
endmodule
module FullAdder(input A,B,Cin, output wire S,Cout);
    assign {Cout,S} = A+B+Cin;
endmodule
==> results.cfg <==
; generated from flow reports
[outcome]
status = finished, violations left
violations = negative setup slack

[power]
ir_worst_vdd_uv = 19.9
switching_share = 0.375
power.switching_uw = 22.8
p_comb_frac = 1.000
pwr-share-clk = 0
p_total_uw = 60.8
power_density_nw_per_um2 = 98.4
leakage_uw = 0.000295
power_frac_seq = 0
intPower_uw = 38.1

[finish]
clockBufferCount = 0
drive_gt1_frac = 0.500
area_growth_pct = 53.9
fill_cells = 414
post-route-util = 0.170
final-seq-area_um2 = 0
fin_cells = 108
sequential_cell_total = 0

[logic_synthesis]
xor_share = 0
synth.logic.top_family = adder cells
top_cells_by_count = and2_1, inv_1, buf_4, fa_1
yosysTopAreaCell = fa_1
mux_area_frac = 0
avgSynthCellArea_um2 = 8.55
ys_cells = 47
aoi_share = 0
simple_gate_share = 0.224
postSynthSeqShare = 0
synthCells = 47
synth_adder_area_share = 0.523
ys_area_um2 = 402
most_common_cell = and2_1
yosys_warnings = 0
netlist-cell-type-count = 6
top_cell_area_share = 0.399
synth_area_um2 = 402
area_leaders = fa_1, and2_1, buf_4

[drt]
num_vias = 302
drt-wirelength-per-cell_um = 7.58
drc_errors = 0
dr.pass1.iters = 2
n_antenna_cell = 0
vias_per_cell = 2.80
routed_wl_um = 819
antenna_left = 0
first_iter_violations = 5

[worst_hold_path]
min_path_type = in2out

[placed_design]
globalplace.congestion = 0.760
dpl.cell_count = 108
io_buffers = 16
hpwl_um = 788

[final_timing]
finalSetupTns_ns = -0.438
finalSetupViolations = 3
fmax_mhz = 191
fin_crit_ns = 5.23
holdWs_ns = 2.51
fin_ws_ns = -0.328
hold_viol_final = 0
period_used_share = 1.07
maxSlewViolCount = 0
tightest_slew_ns = 0.116
slew-limit-headroom = 0.923
rsz0062_at_grt = yes

[die]
core-area_um2 = 3630
rows = 22
die_y_um = 81
die_w_um = 81
fp-utilization = 0.111
dieArea_um2 = 6560
boundaryPins = 16

[setup_path]
critPathMaxFanout = 2
worstPathArrival_ns = 4.25
worstPathRequired_ns = 3.92
cp_cell_sequence = buf_6 -> and2_4 -> ha_4 -> inv_2 -> fa_2 -> inv_2 -> fa_1 -> fa_2 -> inv_2 -> fa_2 -> inv_2 -> fa_1 -> inv_1 -> fa_2 -> inv_2 -> fa_2 -> buf_2
max_stage_delay_ns = 0.47
slowest_stage = fa_1
worst-setup-path-type = in2out
endpoint_kind = output port
worstSetupStartpointType = input port

[run]
maxCapViolations = 0
warnings = 35

[clock_tree]
cts_hold_buf = 0

[global_route]
grt_max_degree = 5
grt_pass1_wl_mm = 1.42
grt_pass1_vias = 350
grt_use_total = 0.0253
gr-total-overflow = 0
antenna_found_initial = 0
-- timing repair --
action                     in CTS  in global routing
setup buffers                   0                  0
gates resized                  36                  3
setup endpoints to repair       4                  3
pin swaps                      10                  5
gates cloned                    0                  0
-- layer usage --
metal | up-vias | share of wire | global-route usage | routed length, um
met5 | - | 0 | 0 | 0
met3 | 0 | 0.11 | 0.00334 | 88
met4 | 0 | 0 | 0 | 0
met1 | 143 | 0.35 | 0.0269 | 289
met2 | 7 | 0.54 | 0.0533 | 442
li1 | 152 | - | - | -
-- cells in the final DEF (no fill, tap or decap) --
cell type         n
and2_4            2
inv_1             3
buf_4             5
inv_2             8
and2_1           10
dlymetal6s2s_1    1
buf_6             4
dlygate4sd2_1     1
buf_2             3
nand2_1           4
ha_4              1
fa_1              2
fa_2              6
ha_1              3
clkbuf_2          1
clkdlybuf4s50_1   6
-- worst paths after layout --
check             from   end  slack, ns  cells past startpoint
setup / recovery  B[0]  P[6]      -0.33                     17
hold / removal    A[2]  P[5]       2.51                      5
-- kinds of logic after synthesis --
kind of cell,Yosys count
buffers and inverters,19
AND/OR/NAND/NOR,16
adder cells (fa/ha/maj),12
-- worst max-delay path, delay by kind of cell --
family,cells,cell delay [ns]
adder cells (fa/ha/maj),8,2.64
buffers and inverters,8,0.48
AND/OR/NAND/NOR,1,0.14
-- stage by stage --
stage	setup WS [ns]	area, um^2
floorplan	-0.195	429
global placement	-1.08	627
detailed placement	-1.09	627
CTS	-0.373	619
global route	-0.417	618
finish	-0.328	618
-- power by group through the flow --
| stage | Sequential [uW] | Clock [uW] | Combinational, uW |
|---|---|---|---|
| finish | 0 | 0 | 60.8 |
| CTS | 0 | 0 | 64.1 |
| global route | 0 | 0 | 70.4 |
-- cell type report --
class	instances	area (um^2)	area share
Multi-Input combinational cell	28	333	0.538
Timing Repair Buffer	21	184	0.298
Tap cell	48	60.1	0.0972
Inverter	11	41.3	0.0668
Power and IR drop assume default switching activity.
