## /design/flow/run.sh

```bash
#!/bin/bash
# OpenROAD 26Q1-2900-gdf79404cd8, Yosys 0.63+post, stock flow scripts
make -C /OpenROAD-flow-scripts/flow DESIGN_CONFIG=/design/flow/config.mk WORK_HOME=/design/flow/orfs finish
```

## /design/flow/config.mk

```make
export PLATFORM = sky130hd
export DESIGN_NAME = Multiplier_2D
export DESIGN_NICKNAME = Multiplier_2D
export VERILOG_FILES = /design/flow/design.v
export SDC_FILE = /design/flow/constraint.sdc
export NUM_CORES = 4
export LEC_CHECK = 1
export CORE_AREA = 10 10 70 70
export DIE_AREA = 0 0 80 80
```

## /design/flow/constraint.sdc

```tcl
current_design Multiplier_2D

set clk_period 8.1
set clk_io_pct 0.2

create_clock -name clk0 -period $clk_period

set non_clock_inputs [all_inputs -no_clocks]
set_input_delay [expr $clk_period * $clk_io_pct] -clock clk0 $non_clock_inputs
set_output_delay [expr $clk_period * $clk_io_pct] -clock clk0 [all_outputs]
```

## /design/flow/design.v

```verilog
module Multiplier_2D #(parameter M = 4, parameter N = 4)(
    input [M-1:0] A,  
    input [N-1:0] B,  
    output [M+N-1:0] P );   
    wire [M+N-1:0] PP [N-1:0];
    assign PP[0] = { {N{1'b0}} , { A & {M{B[0]}} } };
    assign P = PP[N-1];
    genvar i;
    generate
    for (i=1; i < N; i=i+1)
    begin: addPartialProduct
        wire [M+i-1:0] gA,gB,gS; wire Cout;
        assign gA = { A & {M{B[i]}} , {i{1'b0}} };
        assign gB = PP[i-1][M+i-1:0];
        assign PP[i] = { {(N-i){1'b0}}, Cout, gS};
        RippleCarryAdder#(M+i) adder(
            .A(gA), .B(gB), .S(gS), .Cin(1'b0), .Cout(Cout) );
    end
    endgenerate
endmodule
module RippleCarryAdder#(parameter N = 4)(A,B,Cin,S,Cout);
    input [N-1:0] A;
    input [N-1:0] B;
    input Cin;
    output [N-1:0] S;
    output Cout;
    wire [N:0] CC;
    assign CC[0] = Cin;
    assign Cout = CC[N];
    genvar i;
    generate
    for (i=0; i < N; i=i+1)
    begin: addbit
        FullAdder unit(A[i],B[i],CC[i],S[i],CC[i+1]);
    end
    endgenerate
endmodule
module FullAdder(input A,B,Cin, output wire S,Cout);
    assign {Cout,S} = A+B+Cin;
endmodule
```

==> results.toml <==
# implementation run metrics
[power_and_ir_drop]
clockPowerShare_pct = 0
max-vdd-ir-drop_uv = 12.4
swShare_pct = 33.9
p_leak_nw = 0.259
combPwrFrac_pct = 100.0
switchingPower_w = 0.0000122
power_frac_seq_pct = 0
p_int_w = 0.0000237
power.density_mw_per_mm2 = 64.2

[layout]
fillCellCount = 385
fin_util_pct = 16.4
regArea_um2 = 0
nClkBuffers = 0
drive_above_1_share_pct = 0
logic_area_um2 = 300
area_delta_synth_final_pct = 39.3
flops = 0

[sta]
fin_tns_setup_ns = 0
worstMarginPinSlew_ns = 0.144
drv_slew = 0
fin_crit_ns = 7.47
hold_violations = 0
slew-limit-headroom_pct = 90.3
fmax_mhz = 134
finalCritPeriodShare_pct = 92.2
setup_viol = 0
rsz0062_at_grt = "false"

[yosys]
topCellsByArea = "fa_1 40%, and2_1 19%, buf_4 15%, ha_1 12%, inv_1 10%"
synthCells = 47
avgSynthCellArea_um2 = 8.55
yosysCellCount = 47
yosys-top-cells-count = "12 x and2_1, 11 x inv_1, 8 x buf_4, 8 x fa_1"
yosysTopAreaCell = "fa_1"
yosysSeqAreaShare_pct = 0
ys_area_um2 = 402
top_area_share_pct = 39.9
netlist_area_um2 = 402
most_common_cell = "and2_1"
ys_warn_count = 1
ys_types = 6

[clock_network]
cts_resized = 0
hold_buffers = 0
post_cts_buffers = 0

[global_routing]
grt_usage_pct = 2.87
grt_pass1_wl_um = 1500
grt_max_degree = 5
grt-ovfl-total = 0
antenna_found_initial = 0
grt_pass1_vias = 320

[die]
coreArea_mm2 = 0.00342
fp_util_pct = 11.8
rows = 21
die_y_um = 80
ios = 16
die_w_um = 80
dieArea_mm2 = 0.00640

[route]
drt_iter0_drc = 13
wl_per_cell_um = 8.07
wirelength_um = 815
diodes = 0
vias = 275
ant_nets = 0
drc = 0
via_per_inst = 2.72
dr.pass1.iters = 3

[worst_setup_path]
arrival_ns = 5.85
cp_max_fo = 4
crit_type = "input port to output port"
crit_required_ns = 6.48
endpoint_kind = "output port"
start_kind = "input port"

[job]
warning_count = 32
cap_violations = 0

[place]
hpwl_um = 752
gp_congestion = 0.669
io_buffers = 16

[status]
status = "completed"

[worst_hold_path]
hp-class = "input port to output port"
metrics by stage:
step / hold WS, ns / cells / cell area (um2) / setup slack [ns] / total power (W)
finish: 4.25 / 101 / 559 / 0.631 / 0.0000359
global route: 4.27 / 101 / 559 / 0.333 / 0.0000438
CTS: 4.26 / 101 / 559 / 0.590 / 0.0000376
detailed placement: 4.26 / 101 / 559 / 0.608 / 0.0000370
global placement: 4.26 / 101 / 559 / 0.628 / 0.0000375
floorplan: 3.42 / 47 / 402 / 1.59 / 0.0000236
critical path, stage by stage:
cell             delay [ns]
clkdlybuf4s50_1        0.53
and2_1                 0.15
ha_1                   0.14
inv_1                  0.05
fa_1                   0.38
inv_1                  0.08
fa_1                   0.43
fa_1                   0.36
inv_1                  0.08
fa_1                   0.16
inv_1                  0.05
fa_1                   0.50
inv_1                  0.05
fa_1                   0.34
inv_1                  0.08
fa_1                   0.42
clkdlybuf4s50_1        0.43
metal layers:
| layer | GRT usage, % | vias to the layer above | share of wire [%] |
|---|---|---|---|
| met5 | 0 | - | 0 |
| met3 | 1.02 | 0 | 13 |
| met4 | 0 | 0 | 0 |
| met2 | 4.82 | 9 | 44 |
| met1 | 3.66 | 124 | 42 |
| li1 | - | 142 | - |
cells by family (layout without fill, tap and decap cells):
| family | count (synthesis) | in the layout | share of synthesized area, % |
|---|---|---|---|
| adders and majority gates | 12 | 12 | 52.3 |
| and+or+nand+nor | 16 | 16 | 22.4 |
| buffers and inverters | 19 | 27 | 25.2 |
placed cells by master, fill, tap and decap left out, drive strengths merged:
master,n
nand2,4
ha,4
fa,8
clkdlybuf4s50,16
and2,12
inv,11
layout make-up:
type                            instances  area share, %
Inverter                               11           7.38
Tap cell                               46           10.3
Timing Repair Buffer                   16           28.6
Multi-Input combinational cell         28           53.7
worst paths after layout:
kind | startpoint | end | cells past startpoint
max | B[0] | P[6] | 17
min | A[0] | P[0] | 3
power by group through the flow:
stage	registers, W	logic, W	clock network (W)
after CTS	0	0.0000376	0
after global routing	0	0.0000438	0
final	0	0.0000359	0
Power is estimated from default activity; no workload was simulated.
