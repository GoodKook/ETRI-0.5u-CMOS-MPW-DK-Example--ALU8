### ./design.v
module ALU( op, shr, AI, BI, CI, CO, BCD, OUT, V, Z, N, HC);
	input shr;
	input [3:0] op;		 
	input [7:0] AI;
	input [7:0] BI;
	input CI;
	input BCD;		 
	output [7:0] OUT;
	output CO;
	output V;
	output Z;
	output N;
	output HC;
wire [7:0] OUT;
wire CO;
wire V;
wire Z;
wire N;
wire HC;
wire AI7;
wire BI7;
reg [8:0] temp_logic;
reg [7:0] temp_BI;
reg [4:0] temp_l;
reg [4:0] temp_h;
wire [8:0] temp = { temp_h, temp_l[3:0] };
wire adder_CI = (shr | (op[3:2] == 2'b11)) ? 0 : CI;
always @*  begin
	case( op[1:0] )
	    2'b00: temp_logic = {1'b0, AI | BI};
	    2'b01: temp_logic = {1'b0, AI & BI};
	    2'b10: temp_logic = {1'b0, AI ^ BI};
	    2'b11: temp_logic = {1'b0, AI};
	endcase
	if( shr )
	    temp_logic = { AI[0], CI, AI[7:1] };
end
always @* begin
	case( op[3:2] )
	    2'b00: temp_BI = BI;	 
	    2'b01: temp_BI = ~BI;	 
	    2'b10: temp_BI = temp_logic[7:0];	 
	    2'b11: temp_BI = 0;		 
	endcase	
end
wire HC9 = BCD & (temp_l[3:1] >= 3'd5);
wire CO9 = BCD & (temp_h[3:1] >= 3'd5);
wire temp_HC = temp_l[4] | HC9;
always @* begin
	temp_l = temp_logic[3:0] + temp_BI[3:0] + adder_CI;
	temp_h = temp_logic[8:4] + temp_BI[7:4] + temp_HC;
end
assign AI7 = AI[7];
assign BI7 = temp_BI[7];
assign OUT = temp[7:0];
assign CO  = temp[8] | CO9;
assign N   = temp[7];
assign HC  = temp_HC;
assign V   = AI7 ^ BI7 ^ CO ^ N;
assign Z   = ~|OUT;
endmodule
module ALU_wrapper( clk, reset, ABCmd_i, LoadA_i, LoadB_i, LoadCmd_i, ACC_o, Done_o);
	input clk;
	input reset;
    input LoadA_i;
    input LoadB_i;
    input LoadCmd_i;
    input [7:0] ABCmd_i;
    output [7:0] ACC_o;
    output Done_o;
    reg [7:0] rA, rB, ACC_o;
    reg Done_o;
    wire [7:0] AI = rA;
    wire [7:0] BI = rB;
    wire [7:0] ACC;
    wire [7:0] rCmd = ABCmd_i;  
    wire [3:0] alu_op = rCmd[3:0];
    wire CI  = rCmd[4];
    wire shr = rCmd[5];
    wire BCD = rCmd[6];
    wire MUL = rCmd[7];
    wire CO, AV, AZ, AN, HC;
    wire [15:0] mult_out;
    parameter sReady   = 3'b001;
    parameter sLoadA   = 3'b010;
    parameter sLoadB   = 3'b011;
    parameter sLoadCmd = 3'b100;
    parameter sOutFlag = 3'b110;
    reg [2:0] state;
    reg LoadA, LoadB, LoadCmd, OutFlag;
    always@(posedge clk or posedge reset)
    begin : FSM_STATE
        if(reset) begin
            state <= sReady;
        end
        else begin
            case(state)
                sReady:
                    if (LoadCmd_i)      state <= sLoadCmd;
                    else if (LoadB_i)   state <= sLoadB;
                    else if (LoadA_i)   state <= sLoadA;
                    else                state <= sReady;
                sLoadA:
                    if (LoadB_i)        state <= sLoadB;
                    else if (LoadCmd_i) state <= sLoadCmd;
                    else                state <= sLoadA;
                sLoadB:
                    if (LoadA_i)        state <= sLoadA;
                    else if (LoadCmd_i) state <= sLoadCmd;
                    else                state <= sLoadB;
                sLoadCmd:
                    if (LoadA_i)        state <= sLoadA;
                    else if (LoadB_i)   state <= sLoadB;
                    else                state <= sOutFlag;
                sOutFlag:
                    if (LoadCmd_i)      state <= sLoadCmd;
                    else if (LoadB_i)   state <= sLoadB;
                    else if (LoadA_i)   state <= sLoadA;
                    else                state <= sReady;
                default:                state <= sReady;
            endcase
        end
    end
    always @*
    begin : FSM_OUT
        LoadA = 0;
        LoadB = 0;
        LoadCmd = 0;
        OutFlag = 0;
        Done_o = 0;
        case(state)
            sLoadA:
                LoadA = 1;
            sLoadB:
                LoadB = 1;
            sLoadCmd:
                LoadCmd = 1;
            sOutFlag: begin
                OutFlag = 1;
                Done_o = 1;
            end
            default: begin
                        LoadA = 0;
                        LoadB = 0;
                        LoadCmd = 0;
                        OutFlag = 0;
                        Done_o = 0;
            end
        endcase
    end
    always @(posedge clk or posedge reset)
    begin : LOAD_REGS
        if (reset) begin
            rA <= 0;
            rB <= 0;
        end
        else begin
            if (LoadA)      rA <= ABCmd_i;
            if (LoadB)      rB <= ABCmd_i;
        end
    end
    ALU u_ALU(
         .op(alu_op),
         .shr(shr),
         .AI(AI),
         .BI(BI),
         .CI(CI),
         .BCD(BCD),
         .CO(CO),
         .OUT(ACC),
         .V(AV),
         .Z(AZ),
         .N(AN),
         .HC(HC) );
    assign mult_out = AI * BI;
    always @(posedge clk or posedge reset)
    begin : EXECUTE
        if (reset) begin
            ACC_o <= 0;
        end
        else begin
            if (LoadCmd) begin
                if (MUL)
                    ACC_o <= mult_out[7:0];
                else
                    ACC_o <= ACC;
            end
            else if (OutFlag) begin
                if (MUL)
                    ACC_o <= mult_out[15:8];
                else
                    ACC_o <= { 3'b000, CO, AV, AZ, AN, HC};
            end
        end
    end
endmodule
### ./config.mk
export PLATFORM = sky130hd
export DESIGN_NAME = ALU_wrapper
export DESIGN_NICKNAME = ALU_wrapper
export VERILOG_FILES = /design/flow/design.v
export SDC_FILE = /design/flow/constraint.sdc
export NUM_CORES = 4
export LEC_CHECK = 1
export CORE_UTILIZATION = 40
### ./run.sh
#!/bin/bash
# OpenROAD 26Q1-2900-gdf79404cd8, Yosys 0.63+post, stock flow scripts
make -C /OpenROAD-flow-scripts/flow DESIGN_CONFIG=/design/flow/config.mk WORK_HOME=/design/flow/orfs finish
### ./constraint.sdc
current_design ALU_wrapper

set clk_period 5.8
set clk_io_pct 0.2

create_clock -name clk0 -period $clk_period [get_ports {clk}]

set non_clock_inputs [all_inputs -no_clocks]
set_input_delay [expr $clk_period * $clk_io_pct] -clock clk0 $non_clock_inputs
set_output_delay [expr $clk_period * $clk_io_pct] -clock clk0 [all_outputs]
==> results.py <==
# Flow results
metrics = {
    "final_layout": {
        "register_area_um2": 726.9,
        "fin_util_pct": 46.95,
        "stdcell_count": 694,
        "synthToLayoutAreaGrowth_pct": 12.27,
        "nFillCells": 997,
        "logic_area_um2": 3246,
        "drive_gt1_share_pct": 9.319,
    },
    "route": {
        "first_iter_violations": 210,
        "drc": 0,
        "ant_nets": 0,
        "wl_per_cell_um": 15.84,
        "via_per_inst": 5.265,
        "via_count": 3654,
        "antenna_cells": 0,
        "firstDrtPassIters": 4,
        "wl_mm": 10.99,
    },
    "worst_setup_path": {
        "crit_path_start_kind": "primary input",
        "worst-endpoint-arrival_ns": 5.72,
        "end_kind": "register",
        "critical_path_class": "primary input to register",
        "ff2ff_path_depth": 21,
        "critPathMaxFanout": 3,
        "worstPathRequired_ns": 6.02,
    },
    "clocking": {
        "numClockSinks": 29,
        "cts_made_buffers": 5,
        "cts_root_buf": "clkbuf_8",
        "cts_buffer_depth": 2,
        "clk_latency_ns": 0.29,
        "cts_tree": "yes",
        "htree_levels": 2,
        "clk_pin_slew_ns": 0.07,
    },
    "global_routing": {
        "grt_pass1_vias": 3670,
        "grt_remaining_overflow": 0,
        "grt_antenna_before_repair": 0,
        "grt_max_degree": 30,
        "grt_pass1_wl_mm": 18.29,
        "grtUsageTotal_pct": 21.56,
    },
    "synth": {
        "yosys.cell_count.top_type": "inv_1",
        "numSynthFlops": 29,
        "ys_top_logic_family": "adder cells",
        "synth_stat.cells": 528,
        "yosysSeqAreaShare_pct": 16.54,
        "ys_sh_simple_pct": 15.43,
        "synth_cell_types": 54,
        "synth-edff-count": 0,
        "top_area_cell": "fa_1",
        "syn_inst": 528,
        "syn_avg_cell_area_um2": 8.322,
        "synth_top_area_share_pct": 18.22,
        "xor_share_pct": 2.591,
        "flop_cell": "dfrtp_1",
        "ys_chip_area_um2": 4394,
        "ys_top_cells_by_count": "88 x inv_1, 66 x nand2_1, 58 x ha_1, 58 x nor2_1, 40 x fa_1",
        "synth_area_um2": 4394,
        "area_leaders": "fa_1 18%, ha_1 17%, dfrtp_1 16%, inv_1 7.5%, nand2_1 5.6%",
        "mux_area_share_pct": 5.951,
        "synth-compound-area-share_pct": 14.64,
        "adder_share_pct": 34.74,
        "async_flop_share_pct": 100.0,
        "ys_warn_count": 2,
    },
    "timing": {
        "clock_skew_ns": 0.005960,
        "fin_crit_ns": 5.506,
        "hold_violations": 0,
        "setup_viol": 0,
        "maxSlewHeadroom_pct": 54.35,
        "finalClockPeriodUsage_pct": 94.94,
        "maxSlewViolCount": 0,
        "worst_slew_pin_slew_ns": 0.6826,
        "grt_setup_unrepaired": "false",
        "setup_ws_ns": 0.2937,
        "max_freq_mhz": 181.6,
    },
    "job": {
        "warnings": 33,
        "drv_cap": 0,
    },
    "die": {
        "chipArea_um2": 11410,
        "die_h_um": 106.8,
        "initial_utilization_pct": 41.81,
        "die_w_um": 106.8,
        "ioPinCount": 22,
        "fp-row-count": 37,
        "coreArea_um2": 10510,
    },
    "placed_design": {
        "portBuffers": 21,
        "place.gp.congestion": 0.9186,
        "dp_hpwl_mm": 8.955,
        "numPlacedInstances": 685,
        "pre_cts_ws_ns": -0.1908,
    },
    "pwr": {
        "total_leakage_power_nw": 2.460,
        "powerDensity_nw_per_um2": 580.4,
        "power_mw": 2.863,
        "peakVddDrop_mv": 0.3002,
    },
    "worst_hold_path": {
        "hp-class": "register to register",
        "whs_path_depth": 2,
    },
    "outcome": {
        "status": "completed",
    },
}
[power by group]
group / internal, mW / leakage, nW / switching (mW) / total [mW]
clock network: 0.0827 / 0.0439 / 0.0882 / 0.171
registers: 0.262 / 0.352 / 0.110 / 0.371
logic: 1.04 / 2.06 / 1.29 / 2.32
total: 1.38 / 2.46 / 1.48 / 2.86
[placed cells by master (no fill, tap or decap), drive strengths merged, types with 4 or more instances in the layout]
cell            n
clkinv          5
a21oi          23
ha             58
fa             40
nand3           5
a21o            9
nor2           58
a31oi           7
clkbuf          5
o21ai          38
nand2b          4
buf            20
mux4            8
inv            88
o211ai          4
o21a            6
clkdlybuf4s50  20
nor3            5
o22ai           5
dfrtp          28
nand2          66
nor2b           5
xnor2           6
mux2i           7
xor2            7
[critical path, stage by stage]
cell and delay, ns:
clkdlybuf4s50_1 0.50, mux4_2 0.54, mux2i_4 0.16, mux2i_1 0.09
o21ai_1 0.20, fa_2 0.25, inv_1 0.05, a21o_1 0.17
a21oi_1 0.17, xor2_1 0.21, o21ai_1 0.14, fa_2 0.37
fa_1 0.40, nand3_1 0.11, a21oi_1 0.10, o2111a_1 0.28
o21a_2 0.20, o21ai_1 0.10, or3b_1 0.35, a31oi_1 0.16
[kinds of logic after synthesis]
kind of cell	after synthesis
AND-OR/OR-AND	105
XOR/XNOR	13
flip-flops	29
buffers and inverters	110
AND/OR/NAND/NOR	157
multiplexers	16
adder cells (fa/ha/maj)	98
[per-layer routing]
| layer | GRT usage (%) | vias up | wire (um) |
|---|---|---|---|
| met1 | 33.50 | 1738 | 5289 |
| met5 | 0 | - | 0 |
| li1 | - | 1805 | - |
| met4 | 3.914 | 0 | 263 |
| met3 | 4.588 | 19 | 540 |
| met2 | 32.49 | 92 | 4898 |
[registers in the layout, indices dropped and copies added (netlist names)]
signal	flops
ACC_o	8
rA	8
rB	8
state	5
[layout make-up]
cell class	instances	area share, %
repair buffers	41	7.355
well taps	136	3.449
flip-flops and latches	29	14.73
clock buffers	5	1.395
clock inverters	3	0.3551
inverters	91	6.924
multi-input cells	389	65.79
[worst paths after layout]
path	end	slack, ns	start
worst max-delay path	ACC_o[3]	0.29	ABCmd_i[1]
worst min-delay path	ACC_o[6]	0.54	ACC_o[6]
worst max register to register	ACC_o[3]	0.70	rA[1]
worst min register to register	ACC_o[6]	0.54	ACC_o[6]
max in group asynchronous	state[0]	4.23	reset
min in group asynchronous	state[1]	1.25	reset
[stage by stage]
stage	instance area, um^2	hold WS, ns	TNS [ns]
global route	4933	0.5857	0
floorplan	4394	0.4610	0
detailed placement	4815	0.5173	-0.1908
CTS	4901	0.5386	0
global placement	4815	0.5224	-0.07771
finish	4933	0.5438	0
[repair_timing]
action	in CTS	in global routing
hold buffers	0	0
endpoints found under the setup margin	0	1
buffers inserted	0	1
resized	0	9
No activity file was given, so power comes from the tool's default toggle rates.
